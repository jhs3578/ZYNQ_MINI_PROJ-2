<file path="design.v">
`timescale 1ns / 1ps
module BREATH_LED #(
	parameter CLOCK_FRQ=50000000,  
	parameter PWM_FRQ=1000, 
	parameter BREATH_PERIOD=2, 
	parameter SET_COMPARE_FRQ=1000, 
	parameter PWM_COUNTER_MAX=CLOCK_FRQ/PWM_FRQ,
	parameter BREATH_COUNTER_MAX=CLOCK_FRQ*BREATH_PERIOD,
	parameter SET_COMPARE_COUNTER_MAX=CLOCK_FRQ/SET_COMPARE_FRQ,
	parameter COMPARE_VALUE_STEP=PWM_COUNTER_MAX/SET_COMPARE_FRQ
)
(
	input wire 		 CLK,
	input wire 		 RSTN,
	output wire [3:0] LED
);
reg [31:0] COUNTER_PWM;
reg [31:0] COUNTER_BREATH;
reg [31:0] COUNTER_COMPARE;
reg [31:0] COMPARE_VALUE;
reg PWM_PERIOD_CLK_VIEW;
reg BREATH_PERIOD_CLK_VIEW;
reg COMPARE_PERIOD_CLK_VIEW;
reg [3:0] LED_NUMBER;
reg LED_BREATH_VIEW;
reg BREATH_DIR;
reg [3:0] LED_REG;
assign LED = LED_REG;
always@(posedge CLK) begin
	if(RSTN == 0)LED_REG <= 0;
    case (LED_NUMBER)
        8'b000 : LED_REG[0] <= LED_BREATH_VIEW;
        8'b001 : LED_REG[1] <= LED_BREATH_VIEW;
        8'b010 : LED_REG[2] <= LED_BREATH_VIEW;
        8'b011 : LED_REG[3] <= LED_BREATH_VIEW;
        default: LED_REG[0] <= LED_BREATH_VIEW;
    endcase
end
always @(posedge CLK or negedge RSTN)begin
	if(RSTN==0)begin
		COUNTER_PWM <= 0;
		PWM_PERIOD_CLK_VIEW <= 0;
	end
	else begin
		COUNTER_PWM<=COUNTER_PWM+1;
        if(COUNTER_PWM < COMPARE_VALUE) LED_BREATH_VIEW <= 1;
        else 							LED_BREATH_VIEW <= 0;
        if(COUNTER_PWM > PWM_COUNTER_MAX-1) begin
            COUNTER_PWM <= 0;
            PWM_PERIOD_CLK_VIEW <= ~PWM_PERIOD_CLK_VIEW;
        end
	end
end
reg [3:0] LED_NUMBER_STATE;
always @(posedge CLK or negedge RSTN)begin
	if(RSTN==0) begin
		LED_NUMBER <= 0;
		COUNTER_BREATH <= 0;
		BREATH_PERIOD_CLK_VIEW <= 0;
		BREATH_DIR <= 0;
		LED_NUMBER_STATE <= 0;
	end
	else begin
		COUNTER_BREATH <= COUNTER_BREATH+1;
		if(COUNTER_BREATH > BREATH_COUNTER_MAX-1)begin
			COUNTER_BREATH <= 0;
			BREATH_PERIOD_CLK_VIEW <= ~BREATH_PERIOD_CLK_VIEW;
			BREATH_DIR <= ~BREATH_DIR;
			if(BREATH_DIR == 1)begin
				case (LED_NUMBER_STATE)
					0: begin       LED_NUMBER_STATE <= 1; LED_NUMBER <= 0; end
					1: begin       LED_NUMBER_STATE <= 2; LED_NUMBER <= 1; end
					2: begin       LED_NUMBER_STATE <= 3; LED_NUMBER <= 2; end
					3: begin       LED_NUMBER_STATE <= 4; LED_NUMBER <= 3; end
					4: begin       LED_NUMBER_STATE <= 5; LED_NUMBER <= 2; end
					5: begin       LED_NUMBER_STATE <= 6; LED_NUMBER <= 1; end
					6: begin       LED_NUMBER_STATE <= 0; LED_NUMBER <= 0; end
					default: begin LED_NUMBER_STATE <= 0; LED_NUMBER <= 0; end
				endcase
			end
		end
	end
end
always@(posedge CLK or negedge RSTN) begin
	if(RSTN == 0)begin
		COUNTER_COMPARE <= 0;
		COMPARE_PERIOD_CLK_VIEW <= 0;
		COMPARE_VALUE <= 0;
	end
	else begin
		COUNTER_COMPARE <= COUNTER_COMPARE+1;
		if(COUNTER_COMPARE > SET_COMPARE_COUNTER_MAX-1)begin
			COUNTER_COMPARE <= 0;
			if(BREATH_DIR == 0)begin
				if(COMPARE_VALUE < PWM_COUNTER_MAX) COMPARE_VALUE <= COMPARE_VALUE + COMPARE_VALUE_STEP;
		    end
			else if(BREATH_DIR == 1)begin
				if(COMPARE_VALUE > 0) COMPARE_VALUE <= COMPARE_VALUE - COMPARE_VALUE_STEP;
			end
			COMPARE_PERIOD_CLK_VIEW <= ~COMPARE_PERIOD_CLK_VIEW;
		end
	end
end
endmodule
</file>
<file path="run.sh">
#!/bin/bash
# OpenROAD 26Q1-2900-gdf79404cd8, Yosys 0.63+post, stock flow scripts
make -C /OpenROAD-flow-scripts/flow DESIGN_CONFIG=/design/flow/config.mk WORK_HOME=/design/flow/orfs finish
</file>
<file path="config.mk">
export PLATFORM = sky130hd
export DESIGN_NAME = BREATH_LED
export DESIGN_NICKNAME = BREATH_LED
export VERILOG_FILES = /design/flow/design.v
export SDC_FILE = /design/flow/constraint.sdc
export NUM_CORES = 4
export LEC_CHECK = 1
export CORE_UTILIZATION = 50
</file>
<file path="constraint.sdc">
current_design BREATH_LED

set clk_period 10.9
set clk_io_pct 0.2

create_clock -name clk0 -period $clk_period [get_ports {CLK}]

set non_clock_inputs [all_inputs -no_clocks]
set_input_delay [expr $clk_period * $clk_io_pct] -clock clk0 $non_clock_inputs
set_output_delay [expr $clk_period * $clk_io_pct] -clock clk0 [all_outputs]
</file>
==> summary.rpt <==
RUN METRICS
----------------------------------------------------
[Power and ir drop]
  Static Leakage ........................ around 4 nW
  Largest voltage drop on the vdd net ........................ 180 uV
  Sequential power share ........................ 0.294
  Switching part of the total ........................ 0.401
  Switching component of the power ........................ around 0.94 mW
  Internal cell power ........................ around 1.4 mW
  Clk pwr share ........................ 0.235
  Final total power ........................ approximately 2.3 mW
  Pwr dens ........................ around 260 mW/mm^2
  Combinational group share of total power ........................ 0.471

[Place]
  Dpl hpwl ........................ roughly 11000 um
  Routability cong. ........................ between 0.8 and 0.9
  Placed Cells incl. Taps ........................ about 1100
  Worst setup slack before clock tree synthesis ........................ 7.24 ns
  Count of input and output buffers ........................ 5

[Critical path]
  Cell with the largest stage delay on the worst path ........................ sky130_fd_sc_hd__clkdlybuf4s50_1
  Critical path start-end classification ........................ register to output port
  Reg2reg path depth ........................ 11
  Delay of the slowest cell on the worst path ........................ 0.47 ns
  Highest net fanout along the worst path ........................ 1
  Critical Path RT ........................ about 8.7 ns
  Logic depth of the worst path, buffers included ........................ 1
  Cell class contributing the biggest share of worst-path delay ........................ buffers and inverters
  Worst path cell trace ........................ clkdlybuf4s50_1
  Nature of the critical path endpoint ........................ output port
  Arrival time at the worst endpoint ........................ about 1.2 ns
  Nature of the critical path startpoint ........................ register
  Crit path buffers/inverters ........................ 1

[Clock network]
  Number of buffers added to fix hold violations after cts ........................ 0
  Skew-Pair Late Insertion Delay ........................ roughly 0.4 ns
  Total CTS buffers ........................ 17
  Root Buffer ........................ sky130_fd_sc_hd__clkbuf_16
  TritonCTS clock tree ........................ yes
  Clock H-tree levels ........................ 4
  Clock Sinks ........................ 143
  Clock buffer depth ........................ 2
  Post-CTS resize count ........................ 0
  Post-CTS Setup Inserts ........................ 0
  Clock-pin transition on the worst setup and hold timing paths ........................ 0.06 ns

[Finish]
  Finished Core Util ........................ 0.580
  Area growth syn-to-layout ........................ 11.8%
  Non-filler cells, final ........................ 1087
  Ratio of cells with drive above 1 in the final layout ........................ 0.0662

[Yosys]
  Synthesis warning total ........................ 1
  Yosys-reported design area after synthesis ........................ 0.00801 mm^2
  Netlist cell types ........................ 63
  Cell Area, Synth ........................ between 0.008 and 0.009 mm^2
  Commonest flop ........................ sky130_fd_sc_hd__dfrtp_1
  Cell type with the highest aggregate area in the netlist ........................ sky130_fd_sc_hd__dfrtp_1
  Share of Yosys cell area claimed by the top area cell type ........................ 0.428
  Yosys reg bits ........................ 143
  Avg Synthesized Cell Area ........................ between 9 and 10 um^2
  Yosys cell count ........................ approximately 820
  Compound-cell area share of the yosys netlist ........................ 0.141
  Dominant kind of combinational cell ........................ simple AND/OR/NAND/NOR gates
  Sequential cell area fraction in the yosys report ........................ 0.450
  Largest cells by area after synthesis ........................ sky130_fd_sc_hd__dfrtp_1, sky130_fd_sc_hd__ha_1, sky130_fd_sc_hd__nor2_1, sky130_fd_sc_hd__xnor2_1, sky130_fd_sc_hd__xor2_1
  Cell count after synthesis ........................ 820
  Multiplexer share ........................ 0.0298
  Basic Gates by Area ........................ 0.165
  Xor-xnor portion of the synthesized cell area ........................ 0.0776
  Number of enable flip-flop cells ........................ 5
  Adder-cell share of the synthesized area ........................ 0.0994
  Async S/R FF share, synth ........................ 0.965

[Global route]
  Global-route wire length before repair ........................ approximately 27000 um
  Total routing usage reported by global routing ........................ 0.209
  Maximum number of pins on one net before global-route repair ........................ between 50 and 60
  Antenna violations before repair ........................ 0
  Vias in the first global route ........................ roughly 5700
  Gr ovfl total ........................ 0

[Detailed routing]
  Average vias per placed instance ........................ between 5 and 6
  Vias post-DR ........................ between 5000 and 6000
  Residual DRC ........................ 0
  Number of antenna repair diodes ........................ 0
  Wire per inst ........................ 14.1 um
  Number of DRC markers after the initial detailed-route iteration ........................ between 300 and 400
  Total Routed Length ........................ roughly 15000 um
  Number of nets with antenna violations after routing ........................ 0
  1st-pass router iterations ........................ 4

[Floorplanning]
  Number of cell rows ........................ 45
  Chip Area ........................ 0.0165 mm^2
  Die span in y ........................ about 130 um
  Width of the chip ........................ between 100 and 150 um
  FP Core Util ........................ 0.519
  Area of the placeable core ........................ 0.0154 mm^2
  Count of pins on the block boundary ........................ 6

[Timing]
  Transition at the pin with the smallest max-transition slack ........................ between 0.8 and 0.9 ns
  Setup clock skew after layout ........................ 0.00538 ns
  Max-slew violation count ........................ 0
  Final setup viols ........................ 0
  Highest achievable clock rate ........................ 0.295 GHz
  Final Hold Vio Count ........................ 0
  Minimum clock period after layout ........................ around 3.4 ns
  Unrepaired setup endpoints after global routing ........................ no
  Minimum setup slack in the final design ........................ approximately 7.5 ns
  Final setup TNS ........................ 0 ns
  Share of the clock period used by the worst path after layout ........................ 0.311
  Worst rel slew slack ........................ 0.445

[Run status]
  Result of the run ........................ finished, final reports clean

[Run]
  Tool warnings ........................ 25
  Max Cap Violations ........................ 0

[Min path]
  Worst min path class ........................ register to register
  Number of cells on the worst hold path ........................ 1

----------------------------------------------------
==> kinds of logic (layout without fill, tap and decap cells) <==
family,Yosys count,count (layout)
mux,21,21
flops,143,143
compound gates,175,175
xor+xnor,71,71
fa+ha+maj,63,63
simple gates,274,274
buf+inv,72,92
other cells,1,37
==> state kept, by name, summed over array words and instances, names as in the netlist <==
signal	cells
COUNTER_BREATH	32
LED_NUMBER	3
BREATH_DIR	1
LED_NUMBER_STATE	7
COUNTER_PWM	32
LED_BREATH_VIEW	1
COUNTER_COMPARE	32
LED_REG	4
COMPARE_VALUE	31
==> cell type report <==
| class | instances | area (um^2) |
|---|---|---|
| Clock inverter | 11 | 106 |
| Tap cell | 211 | 264 |
| Fill cell | 1292 | 6470 |
| Clock buffer | 21 | 460 |
| Timing Repair Buffer | 9 | 81.3 |
| Sequential cell | 143 | 3600 |
| Multi-Input combinational cell | 641 | 4250 |
| Inverter | 51 | 191 |
==> synth_stat cells (all sizes together), types with 2 or more instances <==
| cell type | number |
|---|---|
| o21bai | 6 |
| nor2b | 2 |
| o31ai | 3 |
| mux2i | 13 |
| edfxtp | 5 |
| xnor2 | 36 |
| a21boi | 2 |
| ha | 62 |
| buf | 8 |
| nor4 | 19 |
| xor2 | 35 |
| a21oi | 47 |
| a21o | 26 |
| a31oi | 6 |
| nor3 | 8 |
| dfrtp | 137 |
| a211oi | 3 |
| o21ai | 46 |
| mux2 | 8 |
| o221ai | 3 |
| nand2 | 52 |
| nand2b | 7 |
| inv | 51 |
| or3 | 8 |
| a31o | 2 |
| and3 | 16 |
| nand4 | 19 |
| clkbuf | 13 |
| nand3 | 40 |
| o211ai | 11 |
| and2 | 6 |
| nor2 | 89 |
| or2 | 3 |
| o21a | 10 |
==> power groups by stage <==
stage                 sequential, mW  combinational [mW]  clock [mW]
final                          0.686                1.10       0.548
after global routing           0.695                1.25       0.585
after CTS                      0.685                1.10       0.560
==> stage by stage <==
step           cell area [um^2]  hold WS, ns
6_report                   8950        0.480
5_1_grt                    8950        0.510
4_1_cts                    8950        0.488
3_5_place_dp               8390        0.483
3_3_place_gp               8390        0.466
2_1_floorplan              8140        0.448
==> worst paths after layout <==
check | endpoint | from | slack, ns
min in group asynchronous | COUNTER_PWM[13] | RSTN | 1.67
setup / recovery | LED[1] | LED_REG[1] | 7.51
hold / removal | COUNTER_BREATH[0] | COUNTER_BREATH[0] | 0.48
hold reg to reg | COUNTER_BREATH[0] | COUNTER_BREATH[0] | 0.48
max in group asynchronous | LED_NUMBER[1] | RSTN | 8.25
setup reg to reg | COMPARE_VALUE[31] | BREATH_DIR | 7.66
==> per-layer routing <==
layer | up-vias | share of wire | wire length, um | track usage
met5 | - | 0 | 0 | 0
met4 | 0 | 0.012 | 190 | 0.0277
met3 | 12 | 0.030 | 458 | 0.0318
met2 | 65 | 0.44 | 6700 | 0.315
met1 | 2712 | 0.52 | 7950 | 0.343
li1 | 2954 | - | - | -
==> cell usage in the layout (no fill, tap or decap), types with 4 or more instances in the layout <==
| cell type | netlist | routed |
|---|---|---|
| sky130_fd_sc_hd__dfrtp_1 | 137 | 137 |
| sky130_fd_sc_hd__nor2_1 | 89 | 89 |
| sky130_fd_sc_hd__ha_1 | 62 | 62 |
| sky130_fd_sc_hd__nand2_1 | 52 | 52 |
| sky130_fd_sc_hd__inv_1 | 51 | 51 |
| sky130_fd_sc_hd__a21oi_1 | 46 | 46 |
| sky130_fd_sc_hd__o21ai_0 | 45 | 45 |
| sky130_fd_sc_hd__nand3_1 | 39 | 39 |
| sky130_fd_sc_hd__conb_1 | 1 | 37 |
| sky130_fd_sc_hd__xnor2_1 | 36 | 36 |
| sky130_fd_sc_hd__xor2_1 | 35 | 35 |
| sky130_fd_sc_hd__a21o_1 | 26 | 26 |
| sky130_fd_sc_hd__nand4_1 | 19 | 19 |
| sky130_fd_sc_hd__nor4_1 | 18 | 18 |
| sky130_fd_sc_hd__clkbuf_16 | 0 | 17 |
| sky130_fd_sc_hd__and3_1 | 16 | 16 |
| sky130_fd_sc_hd__mux2i_1 | 13 | 13 |
| sky130_fd_sc_hd__o21a_1 | 10 | 10 |
| sky130_fd_sc_hd__o211ai_1 | 9 | 9 |
| sky130_fd_sc_hd__or3_1 | 8 | 8 |
| sky130_fd_sc_hd__nor3_1 | 8 | 8 |
| sky130_fd_sc_hd__nand2b_1 | 7 | 7 |
| sky130_fd_sc_hd__and2_1 | 6 | 6 |
| sky130_fd_sc_hd__o21bai_1 | 6 | 6 |
| sky130_fd_sc_hd__edfxtp_1 | 5 | 5 |
| sky130_fd_sc_hd__a31oi_1 | 5 | 5 |
| sky130_fd_sc_hd__mux2_4 | 5 | 5 |
| sky130_fd_sc_hd__clkinvlp_4 | 0 | 4 |
| sky130_fd_sc_hd__clkdlybuf4s50_1 | 0 | 4 |
| sky130_fd_sc_hd__buf_4 | 1 | 4 |
Power and IR drop assume default switching activity.
